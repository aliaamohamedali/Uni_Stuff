--- /design/flow/constraint.sdc ---
current_design adder

set clk_period 24.1
set clk_io_pct 0.2

create_clock -name clk0 -period $clk_period

set non_clock_inputs [all_inputs -no_clocks]
set_input_delay [expr $clk_period * $clk_io_pct] -clock clk0 $non_clock_inputs
set_output_delay [expr $clk_period * $clk_io_pct] -clock clk0 [all_outputs]
--- /design/flow/run.sh ---
#!/bin/bash
# OpenROAD 26Q1-2900-gdf79404cd8, Yosys 0.63+post, stock flow scripts
make -C /OpenROAD-flow-scripts/flow DESIGN_CONFIG=/design/flow/config.mk WORK_HOME=/design/flow/orfs finish
--- /design/flow/config.mk ---
export PLATFORM = sky130hd
export DESIGN_NAME = adder
export DESIGN_NICKNAME = adder
export VERILOG_FILES = /design/flow/design.v
export SDC_FILE = /design/flow/constraint.sdc
export NUM_CORES = 4
export LEC_CHECK = 1
export CORE_AREA = 10 10 94 94
export DIE_AREA = 0 0 104 104
--- /design/flow/design.v ---
module adder (input [31:0] a, b,
output [31:0] y);
assign y = a + b;
endmodule
==> results.yml <==
# yosys + openroad results
final_timing:
  finalHoldViolCount: 0
  final-setup-viol-count: 0
  max_freq_mhz: 79.5
  final_setup_slack_of_the_worst_path_ns: 11.52
  timing_max_transition_violations_final: 0
  worst_slew_slack_as_a_fraction_of_its_limit_pct: 64.0
  fin_crit_ns: 12.58
  worst_slew_pin_slew_ns: 0.527
  period_utilization_post_route_pct: 52.2
  setup_tns_ns: 0
  rsz_0062_raised_after_global_routing: "no"
synth:
  synth.distinct_cells: 50
  synth.cellmix.adderShare_pct: 23.4
  ys_sh_simple_pct: 18.3
  synthMuxAreaShare_pct: 1.15
  yosysSeqAreaShare_pct: 0
  synthesis.area_um2: 1740
  synthCells: 241
  synth.cellmix.compoundShare_pct: 39.3
  yosys_warnings: 0
  yosysChipArea_um2: 1740
  syn_avg_cell_area_um2: 7.24
  synth.yosys.num_cells: 241
  synth.comb.largest_family: "AND-OR/OR-AND gates"
  synth_xor_xnor_area_share_pct: 14.1
finish:
  area.growth.synth_to_final_pct: 59.5
  layout.sequential_cells: 0
  n_fill_cell: 701
  layout.cells.most_common: "clkdlybuf4s50_1"
  clock_buffers: 0
  post-route-util_pct: 40.7
  ff_latch_area_um2: 0
  final_cell_mix: "clkdlybuf4s50_1, ha_1, a21oi_1, a21o_1, nand2_1"
  layout-drive-gt1-share_pct: 3.07
  fin_area_um2: 2780
drt:
  drtAntennaViolNets: 0
  antenna-diode-count: 0
  wire_per_inst_um: 13.9
  drt-total-wl_mm: 5.89
  drtPass1Iterations: 4
  vias_per_cell: 5.01
  drt_iter0_drc: 75
  routed-via-count: 2114
  post-route-drc-count: 0
worst_hold_path:
  min_path_type: "in2out"
run:
  tool_warning_count: 32
  cap_violations: 0
global_routing:
  grt_pass1_vias: 2054
  antenna_violations_before_repair: 0
  pin_count_of_the_biggest_net_entering_global_routing: 11
  grt_use_total_pct: 10.4
  grt_pass1_wl_mm: 9.81
  gr-total-overflow: 0
place:
  pre_cts_slack_ns: 11.49
  hpwlAfterDp_mm: 5.19
  gp_congestion: 0.819
  port_buffers: 96
  dpl_cell_area_um2: 2780
setup_path:
  critPathArrivalTime_ns: 7.76
  critPathTopFamily: "AND-OR/OR-AND gates"
  timing.critical_path.fanout_max: 4
  cp-end-kind: "primary output"
  critical-path-slowest-cell: "clkdlybuf4s50_1"
  critPathLaunchType: "input port"
  critical_path.most_common_cell: "clkdlybuf4s50_1"
  crit_buf_inv: 2
  cp_slowest_stage_delay_ns: 0.49
  required_ns: 19.28
  worstSetupPathType: "in2out"
  critical_path.cell_chain: "clkdlybuf4s50_1 -> ha_1 -> fa_1 -> a21o_1 -> a31o_2 -> nand3_1 -> o221ai_1 -> a311oi_1 -> o21bai_1 -> xor2_1 -> clkdlybuf4s50_1"
die:
  core.rowCount: 30
  pin_count: 96
  die.size.x_um: 104
  die_h_um: 104
  design.core.area_um2: 6830
  fp_util_pct: 25.5
  floorplan.die_area_um2: 10800
run_status:
  run_status: "finished, final reports clean"
power_and_ir_drop:
  power.density_cell_area_nw_per_um2: 28.8
  irDropWorstVdd_v: 0.0000121
  p_leak_nw: 1.18
cts:
  post_cts.resized_instances: 0
  cts-hold-fix-buffers: 0
  cts_post_setup_buffers_inserted: 0
-- worst paths after layout --
check | startpoint | slack (ns) | cells past startpoint | to
max | a[0] | 11.52 | 11 | y[26]
min | b[0] | 10.67 | 3 | y[0]
-- routing by layer --
layer	GRT usage [%]	up-vias	wire (um)
met3	1.88	0	356
met2	16.7	63	2670
met1	14.9	965	2860
li1	-	1086	-
met4	0	0	0
met5	0	-	0
-- synthesized netlist by cell type, types with 2 or more instances --
master    instances  share of area, %
xnor2_1          13               6.5
buf_2             2              0.57
nand2_1          18               3.9
or2_2             3               1.1
a311oi_1          2               1.0
o21bai_1          4               1.7
nor3_1            4               1.1
nand2b_1          2              0.72
ha_1             31                22
nor2_1           12               2.6
a21o_1           19               8.2
xor2_1           15               7.5
o221ai_1          2               1.0
a21oi_1          29               8.3
clkbuf_1          8               1.7
o21a_1            2              0.86
o21ai_0          13               3.7
nand4_1           8               2.9
a31oi_1           3               1.1
o211ai_1          3               1.3
nand3_1          10               2.9
o311ai_1          2               1.0
a211oi_1          3               1.3
mux2i_1           2               1.1
inv_1             6               1.3
-- cells by family (layout without fill, tap and decap cells) --
group           Yosys count  after routing
mux                       2              2
compound gates           97             97
fa+ha+maj                32             32
buf+inv                  17            102
simple gates             65             65
xor+xnor                 28             28
-- metrics by stage --
stage | power, mW | hold slack (ns) | cells
floorplan | 0.0385 | 9.71 | 241
global placement | 0.0811 | 10.67 | 422
CTS | 0.0815 | 10.68 | 422
global route | 0.0894 | 10.71 | 422
detailed placement | 0.0808 | 10.68 | 422
finish | 0.0801 | 10.67 | 422
-- report_power, final --
| group | leakage (nW) | switching, mW | internal (mW) | total [mW] |
|---|---|---|---|---|
| Clock | 0 | 0 | 0 | 0 |
| Combinational | 1.18 | 0.0318 | 0.0483 | 0.0801 |
| Sequential | 0 | 0 | 0 | 0 |
-- area by class of cell --
cell class / instances / area (um^2) / area share (%)
tap: 96 / 120 / 4.32
timing repair buffer: 96 / 961 / 34.5
multi-input combinational: 224 / 1680 / 60.3
inverter: 6 / 22.5 / 0.810
No activity file was given, so power comes from the tool's default toggle rates.
