==> flow/design.v <==
module dmem (input clk, we, sbM,
			 input [31:0] a, wd,
			 output [31:0] rd);
reg [31:0] RAM[63:0];
assign rd = RAM[a[31:2]]; 
always @ (posedge clk)
if (we & ~sbM)
RAM[a[31:2]] <= wd;
else if (we & sbM)
RAM[a[31:2]] <= RAM[a[31:2]][31:8] & wd[7:0];
endmodule
==> flow/run.sh <==
#!/bin/bash
# OpenROAD 26Q1-2900-gdf79404cd8, Yosys 0.63+post, stock flow scripts
make -C /OpenROAD-flow-scripts/flow DESIGN_CONFIG=/design/flow/config.mk WORK_HOME=/design/flow/orfs finish
==> flow/config.mk <==
export PLATFORM = sky130hd
export DESIGN_NAME = dmem
export DESIGN_NICKNAME = dmem
export VERILOG_FILES = /design/flow/design.v
export SDC_FILE = /design/flow/constraint.sdc
export NUM_CORES = 4
export LEC_CHECK = 1
export CORE_UTILIZATION = 50
==> flow/constraint.sdc <==
current_design dmem

set clk_period 31.1
set clk_io_pct 0.2

create_clock -name clk0 -period $clk_period [get_ports {clk}]

set non_clock_inputs [all_inputs -no_clocks]
set_input_delay [expr $clk_period * $clk_io_pct] -clock clk0 $non_clock_inputs
set_output_delay [expr $clk_period * $clk_io_pct] -clock clk0 [all_outputs]
==> Implementation_results.wiki <==
== Metrics ==
{| class="wikitable"
! Metric !! Value
|-
| Run status || finished clean
|-
| Number of warnings in the stage logs || around 52
|-
| R2r startpoint || RAM[28][14]$_DFFE_PP_
|-
| First element of the critical path || a[4]
|-
| PostCTS Resize Cnt || 0
|-
| Period Utilization, post-route || 0.573
|-
| Final cell count without fillers || 6628
|-
| Post-synth tally of flip-flops with integrated enable || 2048
|-
| Share of layout cells above drive strength 1 || 0.184
|-
| Placed wire-length estimate after detailed placement || 134 mm
|-
| Number of setup violations in the final report || 0
|-
| Minimum clock period || around 18 ns
|-
| Length of routed met3 wiring || 47.2 mm
|-
| Warnings from Yosys || 1
|-
| Cell count after synthesis || ~4200
|-
| Leakage power summed over all cells || about 28 nW
|-
| Clock latency on the worst-skew pair || around 0.84 ns
|-
| Top-level port count || around 99
|-
| Hold path startpoint || RAM[59][14]$_DFFE_PP_
|-
| Number of cells in Yosys stat || around 4200
|-
| Top layer used by detailed routing || met5
|-
| Growth of design area from synthesis to finish || 13.1%
|-
| Average cell area after synthesis || 18.7 µm²
|-
| Worst-case headroom to the max-slew limit || 0.382
|-
| FMAX || between 0.05 and 0.06 GHz
|-
| Nature of the critical path endpoint || output pin
|-
| Slew at the pin with the worst max-slew slack || 0.925 ns
|-
| Largest register FFs || between 2000 and 2500
|-
| Clock sink total || a little over 2000
|-
| Power density over cell area || between 60 and 70 nW/µm²
|-
| Chip area || around 160000 µm²
|-
| Y dimension of the die || approximately 400 µm
|-
| Routed wirelength normalized by instance count || roughly 37 µm
|-
| Maximum number of pins on one net before global-route repair || about 97
|-
| Critical path data arrival time || 11.61 ns
|-
| First-pass GRT wire length || approximately 340 mm
|-
| Clock tree root driver cell || clkbuf_16
|-
| Post-CTS setup buffer count || 0
|-
| Number of global-route vias before repair || 44900
|-
| Worst setup skew after layout || ~0.043 ns
|-
| Chip area estimate from yosys synthesis || 78600 µm²
|-
| Synth Cell Area || between 70000 and 80000 µm²
|-
| Inserted Clock Buffers || 203
|-
| Global route total overflow || 0
|-
| Critical setup path kind || input pin to output pin
|-
| Maximum level of the CTS H-tree || 4
|-
| Global placer's final weighted congestion || about 0.91
|-
| Proportion of synthesized chip area in sequential cells || 0.783
|-
| DRC marker count from the first detailed-route iteration || slightly below 3000
|-
| Maximum fanout along the worst path || roughly 48
|-
| Routed metal-1 wirelength || between 70 and 80 mm
|-
| Die Width || 398 µm
|-
| Min setup slack post-route || between 10 and 15 ns
|-
| Placed cells || between 6000 and 7000
|-
| Fraction of registers with async set or reset after synthesis || 0
|-
| Data required time of the critical path || roughly 25 ns
|-
| Final antenna-violating net count || 0
|-
| Endpoints failing hold || 0
|-
| Core utilization before placement || 0.503
|-
| WHS || about 1.3 ns
|-
| Total track usage || 0.351
|-
| Fill cell count || 11400
|-
| Post-Route Utilization || 0.569
|-
| Setup repair after global routing missed its margin || false
|-
| Final WL || 243 mm
|-
| Met2 Routed Length || approximately 110 mm
|-
| Initial antenna violation count || 10
|-
| Clk pin slew, worst setup/hold paths || ~0.06 ns
|-
| Startpoint class of the critical path || input pin
|-
| Seq cells post-synth || roughly 2000
|-
| Aggregate negative setup slack || 0 ns
|-
| Number of placement rows || between 100 and 150
|-
| Hold Path Class || flop to flop
|-
| Drt first pass iters || 5
|-
| Post-CTS Hold Fix Bufs || 0
|-
| Via count normalized by instance count || around 6.5
|-
| Max Root-Sink Buffers || 3
|-
| Total via count in the routed design || approximately 43000
|-
| Placeable core region || 156000 µm²
|-
| Final max-slew violation count || 0
|-
| Worst setup slack after placement || around 13 ns
|-
| Max VDD drop || ~0.000053 V
|-
| Count of buffers from port buffering || roughly 70
|-
| Distinct lib cells used || 63
|-
| Reported max-cap violation count || 0
|-
| Number of DRC violations after detailed routing || 0
|-
| Clock tree from TritonCTS || done
|-
| Flip-flop cell with the highest count after synthesis || edfxtp_1
|}
==> metal layers <==
metal  GRT usage  vias to the layer above
met5      0.0236                        -
met4       0.131                       26
met3       0.287                      632
met2       0.482                     3345
met1       0.422                    21300
li1            -                    17900
==> cells in the final DEF, fill, tap and decap left out, drive strengths merged, types with 16 or more instances in the layout <==
master,synthesis,routed
o21ai,126,126
a22oi,99,99
nand2,150,150
mux2i,291,291
edfxtp,2048,2048
nor2,195,195
o22a,19,19
a221o,38,38
a221oi,262,262
a211oi,16,16
clkdlybuf4s50,0,69
mux2,100,100
buf,183,218
a22o,18,18
a21oi,99,99
clkbuf,102,259
clkinv,1,88
o22ai,133,133
mux4,143,143
and2,31,31
==> report_power, final <==
group          switching [W]  total [W]  leakage, nW  internal (W)
combinational       0.000235   0.000339         6.93      0.000103
clock               0.000998    0.00229         3.01       0.00129
sequential        0.00000333    0.00307         17.6       0.00307
==> final cells by class <==
| type | count | area (µm²) | area share |
|---|---|---|---|
| Clock buffer | 259 | 5380 | 0.0605 |
| Timing Repair Buffer | 287 | 2370 | 0.0267 |
| Clock inverter | 107 | 771 | 0.00867 |
| Tap cell | 2058 | 2570 | 0.0290 |
| Inverter | 3 | 21.3 | 0.000239 |
| Multi-Input combinational cell | 1862 | 16200 | 0.183 |
| Sequential cell | 2048 | 61500 | 0.692 |
| Antenna cell | 4 | 10.0 | 0.000113 |
==> stage by stage <==
step	power, W	cell area, µm²
floorplan	0.00332	78600
global placement	0.00346	82700
detailed placement	0.00347	82700
CTS	0.00573	88900
global route	0.00585	88900
finish	0.00570	88900
==> cell families (layout without fill, tap and decap cells) <==
group | count (synthesis) | in the layout | synth area share
DFF | 2048 | 2048 | 0.783
AOI/OAI and AO/OA | 873 | 873 | 0.0812
muxes | 534 | 534 | 0.0925
and+or+nand+nor | 455 | 455 | 0.0253
buffers and inverters | 288 | 656 | 0.0184
other | 0 | 4 | 0
==> cell usage after synthesis (99+ instances only) <==
cell,count,area (µm²)
edfxtp_1,2048,61500
mux2i_1,291,2910
a221oi_1,261,2290
nor2_1,194,728
nand2_1,150,563
mux4_2,143,3220
o22ai_1,133,832
o21ai_0,126,631
buf_2,103,515
clkbuf_1,101,379
a21oi_1,99,495
a22oi_1,99,743
==> worst max-delay path, cell delays in order <==
cell and delay, ns:
buf_8 0.36, buf_4 0.64, buf_4 0.55, buf_4 0.60
inv_4 0.31, buf_4 0.42, buf_4 0.37, a221oi_1 0.26
nor2_1 0.09, o21ai_0 0.20, o2111ai_1 0.39, or3_1 0.49
clkdlybuf4s50_1 0.43
==> final timing paths <==
kind                     endpoint  slack [ns]  cells after the start
max                        rd[10]       13.27                     13
min          RAM[45][6]$_DFFE_PP_        1.30                      5
max reg2reg   RAM[9][6]$_DFFE_PP_       28.26                      6
min reg2reg  RAM[45][6]$_DFFE_PP_        1.30                      5
Power and IR drop assume default switching activity.
